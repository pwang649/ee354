--- flow/run.sh ---
#!/bin/bash
# OpenROAD 26Q1-2900-gdf79404cd8, Yosys 0.63+post, stock flow scripts
make -C /OpenROAD-flow-scripts/flow DESIGN_CONFIG=/design/flow/config.mk WORK_HOME=/design/flow/orfs finish
--- flow/config.mk ---
export PLATFORM = sky130hd
export DESIGN_NAME = ee354_GCD
export DESIGN_NICKNAME = ee354_GCD
export VERILOG_FILES = /design/flow/design.v
export SDC_FILE = /design/flow/constraint.sdc
export NUM_CORES = 4
export LEC_CHECK = 1
export CORE_UTILIZATION = 50
--- flow/constraint.sdc ---
current_design ee354_GCD

set clk_period 4.9
set clk_io_pct 0.2

create_clock -name clk0 -period $clk_period [get_ports {Clk}]

set non_clock_inputs [all_inputs -no_clocks]
set_input_delay [expr $clk_period * $clk_io_pct] -clock clk0 $non_clock_inputs
set_output_delay [expr $clk_period * $clk_io_pct] -clock clk0 [all_outputs]
--- flow/design.v ---
module ee354_GCD(Clk, SCEN, Reset, Start, Ack, Ain, Bin, A, B, AB_GCD, i_count, q_I, q_Sub, q_Mult, q_Done);
	input	Clk, SCEN, Reset, Start, Ack;
	input [7:0] Ain;
	input [7:0] Bin;
	output reg [7:0] A, B, AB_GCD, i_count;		 
	output q_I, q_Sub, q_Mult, q_Done;
	reg [3:0] state;	
	assign {q_Done, q_Mult, q_Sub, q_I} = state;
	localparam 	
	I = 4'b0001, SUB = 4'b0010, MULT = 4'b0100, DONE = 4'b1000, UNK = 4'bXXXX;
	always @ (posedge Clk, posedge Reset)
	begin 
		if(Reset) 
		  begin
			state <= I;
			i_count <= 8'bx;  	 
			A <= 8'bx;		  	 
			B <= 8'bx;
			AB_GCD <= 8'bx;			
		  end
		else				 
				case(state)	
					I:
					begin
						if (Start) state <= SUB;
						i_count <= 0;
						A <= Ain;
						B <= Bin;
						AB_GCD <= 0;
					end		
					SUB: 
		               if (SCEN)  
						begin		
							if (A == B) state <= (i_count == 0) ?  DONE  : MULT  ;
							if (A == B) AB_GCD <= A;		
							if (A < B)
							  begin
                                A <= B; 
                                B <= A;
							  end
							else						 
							  begin	
                                if (((A % 2) == 1) & ((B % 2) == 1))
                                    A <= A - B;
                                else if (((A % 2) == 0) & ((B % 2) == 0))
                                    begin
                                        i_count <= i_count + 1;
                                        A <= A / 2;
                                        B <= B / 2;
                                    end
                                else
                                    begin
                                        if ((A % 2) == 0)
                                            A <= A / 2;
                                        if ((B % 2) == 0)
                                            B <= B / 2;
                                    end
							  end
						end
					MULT:
					  if (SCEN)  
						begin
							if (i_count == 1)
							     state <= DONE;
                            AB_GCD <= AB_GCD * 2;
                            i_count <= i_count - 1;
						end
					DONE:
						if (Ack)	state <= I;
					default:		
						state <= UNK;
				endcase
	end
endmodule
==> impl_metrics.tcl <==
# flow metrics
set metrics [dict create \
    totalWireLength_um 6978 \
    area.growth.synth_to_final_pct 23.77 \
    die-width_um 76.27 \
    post_cts.resized_instances 0 \
    ys_dominant_reg_cell "sky130_fd_sc_hd__dfrtp_1" \
    worstSkewPairLatency_ns 0.29 \
    synth_seq_share 0.3271 \
    cts_buffer_depth 2 \
    crit_arrival_ns 3.35 \
    report.final.hold_viol_count 0 \
    finalMaxSlewViolations 0 \
    drc 0 \
    fp.dieH_um 76.27 \
    min_period_ns 3.168 \
    maxCapViolCount 0 \
    total_leakage_power_nw 1.449 \
    setup_tns_ns 0 \
    yosysWarningCount 1 \
    worst_ep_required_time_ns 5.08 \
    warnings 32 \
    edf_count 0 \
    gp_congestion 0.8852 \
    async_reset_ff_frac 1.000 \
    synth_area_per_cell_um2 8.618 \
    clock_skews_ns 0.005665 \
    track_usage 0.2629 \
    sequentialPowerShare 0.254 \
    outcome "finished clean" \
    fp_util 0.5298 \
    rows 26 \
    cts.root.buffer_cell "sky130_fd_sc_hd__clkbuf_8" \
    core_region_area_um2 5205 \
    dp_hpwl_um 4885 \
    via_count 2622 \
    final_design_area_no_fill_um2 3413 \
    clkPwrFrac 0.085 \
    combinational_cell_fraction_of_total_power 0.660 \
    power.net_switching_w 0.001248 \
    hold_buffers 0 \
    htree_levels 2 \
    post-route-period-util 0.6466 \
    vias_in_the_first_global_route 2378 \
    buffer_ports.inserted 56 \
    timing.fmax_ghz 0.3156 \
    drtPass1Iterations 4 \
    chip_area_um2 5816 \
    wl_per_cell_um 15.86 \
    gr-total-overflow 0 \
    worst_ir_drop_vdd_mv 0.6113 \
    p_int_w 0.001377 \
    post_synth_main_area_contributors "sky130_fd_sc_hd__dfrtp_1, sky130_fd_sc_hd__ha_1, sky130_fd_sc_hd__nor2_1, sky130_fd_sc_hd__a21oi_1, sky130_fd_sc_hd__a211oi_1" \
    ys_cells 320 \
    synthesis.instances 320 \
    critPathMaxFanout 19 \
    diodes 0 \
    cts_tree "done" \
    route.detailed.vias_per_inst 5.959 \
    final_layout_size_suffix_gt1_frac 0.08919 \
    drt-initial-drc-count 249 \
    synth.ff_latch_count 36 \
    hold_class "reg -> reg" \
    tightestPinTransition_ns 0.8799 \
    count_of_pins_on_the_block_boundary 57 \
    number_of_setup_violations_in_the_final_report 0 \
    fillCellCount 455 \
    grt_setup_unrepaired "false" \
    antenna_violations_before_repair 0 \
    power.switching_fraction 0.4754 \
    postCtsSetupRepairBufs 0 \
    area_reported_by_yosys_stat_um2 2758 \
    detailed_place.area_um2 3321 \
    maximum_number_of_pins_on_one_net_before_global_route_repair 43 \
    synth_largest_type_area_fraction 0.3176 \
    synth_top_cell_by_area "sky130_fd_sc_hd__dfrtp_1" \
    criticalPathCategory "reg -> reg" \
    relSlewSlack 0.4089 \
    numClockSinks 36 \
    pwr_density_cell_nw_per_um2 769.0 \
    wire_length_of_the_first_global_routing_pass_um 11990 \
    synth_cell_type_count 59 \
    critical_path.startpoint_type "register" \
    ant_nets 0 \
    cts-buffers-inserted 5 \
    netlist_area_um2 2758 \
    worstSetupEndpointType "register" \
    clock_transition_at_the_register_clock_pins_on_the_worst_setup_and_hold_paths_after_cts_ns 0.08 \
]
==> metrics by stage <==
step / setup slack [ns] / hold slack (ns) / util / instances / total power [W]
floorplan: 2.380 / 0.4703 / - / 320 / 0.001861
global placement: 1.905 / 0.5276 / 0.6380 / 432 / 0.002381
detailed placement: 1.802 / 0.5261 / 0.6380 / 432 / 0.002385
CTS: 1.755 / 0.5564 / 0.6558 / 440 / 0.002626
global route: 1.556 / 0.5853 / 0.6558 / 440 / 0.002881
finish: 1.732 / 0.5461 / 0.6558 / 440 / 0.002625
==> cells in the mapped netlist (all sizes together), types with 3 or more instances <==
cell type / number
a211oi: 11
a21o: 11
a21oi: 28
a22oi: 9
a31oi: 13
and3: 7
buf: 8
clkbuf: 10
dfrtp: 35
ha: 14
inv: 19
mux2i: 7
nand2: 22
nand2b: 4
nand3: 5
nand4: 3
nor2: 41
nor3: 9
nor4: 4
nor4b: 3
o211ai: 7
o21ai: 14
o31ai: 5
==> cell usage in the layout (no fill, tap or decap), types with 6 or more instances in the layout <==
master,Yosys,routed
sky130_fd_sc_hd__clkdlybuf4s50_1,0,56
sky130_fd_sc_hd__nor2_1,40,40
sky130_fd_sc_hd__dfrtp_1,35,35
sky130_fd_sc_hd__a21oi_1,24,24
sky130_fd_sc_hd__nand2_1,21,21
sky130_fd_sc_hd__inv_1,19,19
sky130_fd_sc_hd__ha_1,14,14
sky130_fd_sc_hd__a31oi_1,13,13
sky130_fd_sc_hd__o21ai_0,13,13
sky130_fd_sc_hd__a21o_1,11,11
sky130_fd_sc_hd__a211oi_1,11,11
sky130_fd_sc_hd__a22oi_1,9,9
sky130_fd_sc_hd__nor3_1,8,8
sky130_fd_sc_hd__mux2i_1,7,7
sky130_fd_sc_hd__o211ai_1,7,7
sky130_fd_sc_hd__clkbuf_8,3,6
==> final timing paths <==
check / start / to / slack [ns] / depth (start not counted)
setup / recovery: A[0] / B[6] / 1.73 / 9
hold / removal: AB_GCD[7] / AB_GCD[7] / 0.55 / 2
setup reg to reg: A[0] / B[6] / 1.73 / 9
hold reg to reg: AB_GCD[7] / AB_GCD[7] / 0.55 / 2
max in group asynchronous: Reset / state[0] / 3.45 / 3
min in group asynchronous: Reset / AB_GCD[7] / 1.11 / 3
==> layout make-up <==
| cell class | count | area (um^2) | area share |
|---|---|---|---|
| clock buffer | 6 | 82.58 | 0.02419 |
| clock inverter | 2 | 10.01 | 0.002933 |
| inverter | 19 | 71.32 | 0.02089 |
| multi-input combinational | 246 | 1662 | 0.4868 |
| sequential | 36 | 902.1 | 0.2643 |
| tap | 70 | 87.58 | 0.02566 |
| timing repair buffer | 61 | 598.1 | 0.1752 |
==> state kept, by name, summed over array words and instances, names as in the netlist <==
name	cells
A	8
AB_GCD	8
B	8
i_count	8
state	4
==> cells by family after synthesis <==
| logic type | count (synthesis) | share of synthesized area |
|---|---|---|
| AND-OR/OR-AND | 114 | 0.2899 |
| XOR/XNOR | 3 | 0.009530 |
| adder cells (fa/ha/maj) | 15 | 0.07078 |
| buffers and inverters | 38 | 0.07577 |
| flip-flops | 36 | 0.3271 |
| multiplexers | 8 | 0.02949 |
| AND/OR/NAND/NOR | 106 | 0.1974 |
==> layer usage <==
layer / routed length [um] / global-route usage
met5: 0 / 0
met2: 2825 / 0.3541
met1: 3476 / 0.4583
met3: 604 / 0.05839
met4: 71 / 0.02308
==> worst max-delay path, cell delays in order, from the launching register on <==
cell and delay, ns:
sky130_fd_sc_hd__dfrtp_1 0.42, sky130_fd_sc_hd__inv_1 0.12, sky130_fd_sc_hd__ha_1 0.23, sky130_fd_sc_hd__fa_1 0.40, sky130_fd_sc_hd__nand2b_1 0.18, sky130_fd_sc_hd__a211oi_1 0.29, sky130_fd_sc_hd__nand2b_1 0.67, sky130_fd_sc_hd__a31o_2 0.48
sky130_fd_sc_hd__a211oi_1 0.09, sky130_fd_sc_hd__a21o_1 0.17
==> power by group through the flow <==
stage                 sequential, W  clock [W]  combinational [W]
final                      0.000668   0.000224            0.00173
after global routing       0.000701   0.000242            0.00194
after CTS                  0.000664   0.000231            0.00173
Power figures rest on the tool's default switching activity, not on a simulated workload.
