==> flow/design.v <==
module divider_timing (Xin, Yin, Start, Ack, Clk, Reset,  SCEN,   
                Done, Quotient, Remainder, Qi, Qc, Qd);
input [7:0] Xin, Yin;
input Start, Ack, Clk, Reset;
output Done;
input SCEN;
output [7:0] Quotient, Remainder;
output Qi, Qc, Qd;
reg [7:0] Quotient;   
reg [7:0] x, y;
reg [2:0] state;
localparam
INITIAL = 3'b001,
COMPUTE	= 3'b010,
DONE_S	= 3'b100;
reg [7:0] x_temp, Quo_temp;
assign {Qd, Qc, Qi} = state;
always @(posedge Clk, posedge Reset) 
  begin  : CU_n_DU
    if (Reset)
       begin
            state       <= INITIAL;
            x           <= 8'bXXXX_XXXX;     
            y           <= 8'bXXXX_XXXX;     
            Quotient    <= 8'bXXXX_XXXX;      
       end
    else
       begin
         (* full_case, parallel_case *)
         case (state)
            INITIAL : 
              begin
                  if (Start)
                      state <= COMPUTE;
                      x <= Xin;
                      y <= Yin;
                      Quotient <= 0;
              end
            COMPUTE :
			  if (SCEN)   
              begin
                  if (x < y)
                      state <= DONE_S;
		  x_temp = x;
		  Quo_temp = Quotient;
                  if (x_temp >= y)
                      begin
                          x_temp = x_temp - y;
                          Quo_temp = Quo_temp + 1;
                      end
                  if (x_temp >= y)
                      begin
                          x_temp = x_temp - y;
                          Quo_temp = Quo_temp + 1;
                      end
		  x <= x_temp;
		  Quotient <= Quo_temp;
              end 
            DONE_S  :
              begin  
                  if (Ack)
                      state <= INITIAL;
              end    
      endcase
    end 
  end
assign Remainder = x;
assign Done = (state == DONE_S) ;
endmodule   
==> flow/run.sh <==
#!/bin/bash
# OpenROAD 26Q1-2900-gdf79404cd8, Yosys 0.63+post, stock flow scripts
make -C /OpenROAD-flow-scripts/flow DESIGN_CONFIG=/design/flow/config.mk WORK_HOME=/design/flow/orfs finish
==> flow/config.mk <==
export PLATFORM = sky130hd
export DESIGN_NAME = divider_timing
export DESIGN_NICKNAME = divider_timing
export VERILOG_FILES = /design/flow/design.v
export SDC_FILE = /design/flow/constraint.sdc
export NUM_CORES = 4
export LEC_CHECK = 1
export CORE_UTILIZATION = 30
==> flow/constraint.sdc <==
current_design divider_timing

set clk_period 11.5
set clk_io_pct 0.2

create_clock -name clk0 -period $clk_period [get_ports {Clk}]

set non_clock_inputs [all_inputs -no_clocks]
set_input_delay [expr $clk_period * $clk_io_pct] -clock clk0 $non_clock_inputs
set_output_delay [expr $clk_period * $clk_io_pct] -clock clk0 [all_outputs]
==> flow_summary.json <==
{
  "outcome": "completed",
  "skew_ns": 0.002930,
  "postCtsSetupRepairBufs": 0,
  "logic_area_mm2": 0.001655,
  "netlist.top_cell.by_area": "dfrtp_1",
  "max_cap_viol_count": 0,
  "hold_ws_ns": 0.5166,
  "power_density_mw_per_mm2": 57.65,
  "clock_sinks": 27,
  "p_leak_nw": 1.279,
  "synth-edff-count": 0,
  "rows": 32,
  "hp-start": "Quotient[7]",
  "r2r_setup_slack_ns": 6.96,
  "required_ns": 11.71,
  "drt-wirelength-per-cell_um": 15.24,
  "p_sw_share_pct": 24.14,
  "ys_top_cells_by_count": "33 x nand2_1, 31 x o21ai_0, 26 x dfrtp_1, 19 x a21oi_1",
  "wl_mm": 6.631,
  "yosysWarnings": 1,
  "track_usage_pct": 16.26,
  "grt_max_degree": 28,
  "worstSetupPathType": "reg2reg",
  "placed_cells": 431,
  "final_cell_count_no_fill": 435,
  "drive_above_1_share_pct": 6.907,
  "clockPowerShare_pct": 32.9,
  "syn_area_per_cell_um2": 8.271,
  "numPortBuffers": 40,
  "antenna-diode-count": 0,
  "cp_data_arrival_time_ns": 4.75,
  "root_buffer": "clkbuf_8",
  "cts.reportedPaths.clkPinSlew_ns": 0.10,
  "cts_hold_buf": 0,
  "rsz0062_at_grt": "false",
  "start_kind": "flop",
  "top_cells_by_area": "dfrtp_1 27%, ha_1 9.2%, o21ai_0 6.4%",
  "dr.pass1.iters": 4,
  "synth_area_mm2": 0.002440,
  "p_switching_mw": 0.04170,
  "crit_path_max_fanout": 16,
  "reg2reg_to": "Quotient[7]",
  "dieArea_mm2": 0.008497,
  "syn_to_final_growth_pct": 22.82,
  "nFillCells": 771,
  "hold_viol_final": 0,
  "core_mm2": 0.007807,
  "ff_type": "dfrtp_1",
  "ir_drop_uv": 26.39,
  "fmax_ghz": 0.2202,
  "synth_cells": 295,
  "antenna_found_initial": 0,
  "r2r-start": "x[0]",
  "grt_pass1_vias": 2117,
  "reg2reg_depth": 16,
  "dp_hpwl_mm": 5.092,
  "tritoncts": "yes",
  "ys_area_mm2": 0.002440,
  "post_drt_via_cell_ratio": 5.264,
  "insertion_delay_ns": 0.28,
  "drc": 0,
  "relSlewSlack_pct": 44.25,
  "die_h_um": 92.18,
  "grt_pass1_wl_mm": 10.72,
  "io_pins": 41,
  "fp.dieW_um": 92.18,
  "slew_violations": 0,
  "post_cts_resized": 0,
  "grt-ovfl-total": 0,
  "gp_congestion": 0.9273,
  "yosys_cells": 295,
  "fin_setup_tns_ns": 0,
  "endpoint": "Quotient[7]",
  "dr.first_iter.drc_count": 205,
  "cts.path.max_buffers": 2,
  "yosysUniqueCellTypes": 61,
  "crit_path_start": "x[0]",
  "initial_core_util_pct": 31.25,
  "cts_buffers": 3,
  "end_kind": "flop",
  "ant_nets": 0,
  "synth_dominant_cell_count": "nand2_1",
  "hold_class": "reg2reg",
  "post-route-min-period_ns": 4.542,
  "setup_violations": 0,
  "seqPwrFrac_pct": 55.6,
  "top_area_share_pct": 26.67,
  "tightest_slew_ns": 0.8332,
  "power_mw": 0.1727,
  "async_reset_ff_share_pct": 100.0,
  "synth_seq_share_pct": 27.74,
  "comb_power_share_pct": 11.5,
  "ys.flops": 27,
  "htree_levels": 1,
  "internal-power_mw": 0.1310,
  "vias": 2290,
  "finalClockPeriodUsage_pct": 39.49,
  "warnings": 25,
  "regArea_um2": 676.9
}
==> layout by cell type, fill, tap and decap left out, types with 3 or more instances in the layout <==
cell type / netlist / final
a21oi_1: 19 / 19
and2_1: 5 / 5
clkdlybuf4s50_1: 0 / 40
dfrtp_1: 26 / 26
o211ai_1: 6 / 6
o21a_1: 9 / 9
clkbuf_8: 0 / 3
nor3_1: 4 / 4
and3_1: 6 / 6
buf_4: 0 / 3
or3_1: 4 / 4
nand3_1: 9 / 9
o22ai_1: 3 / 3
nor2_1: 16 / 16
nand2_1: 33 / 33
o21ai_0: 31 / 31
inv_1: 18 / 18
ha_1: 18 / 18
o31ai_1: 3 / 3
xnor2_1: 8 / 8
xor2_1: 5 / 5
a21o_1: 3 / 3
mux2i_1: 6 / 6
==> registers in the layout, summed over array words and instances (netlist names) <==
| name | flops |
|---|---|
| Quotient | 8 |
| state | 3 |
| y | 8 |
| x | 8 |
==> worst min-delay path by stage <==
stage	end	slack, ns	cells past startpoint
after CTS	Quotient[7]	0.51	1
after global routing	Quotient[7]	0.55	1
final	Quotient[7]	0.52	1
==> cell type report <==
class	count	area share (%)
inverter	18	2.255
clock inverter	1	0.1670
timing repair buffer	43	14.11
clock buffer	3	1.378
multi-input combinational	241	55.24
sequential	27	22.59
tap	102	4.259
==> per-layer routing <==
layer	track usage [%]	routed length [um]	up-vias
li1	-	-	1168
met5	0	0	-
met2	24.88	2921	63
met1	25.65	3264	1055
met4	1.823	57	0
met3	2.110	388	4
==> worst max-delay path: stages, from the launching register on <==
cell and delay [ns]:
dfrtp_1 0.40, inv_1 0.08, ha_1 0.16, inv_1 0.05
fa_1 0.40, nand3_1 0.18, a31oi_4 0.17, nor2_4 0.37
mux2_2 0.42, fa_1 0.46, a211oi_2 0.27, o21ai_1 0.12
a2111o_1 0.42, o21a_1 0.26, and3_4 0.22, a311o_1 0.31
a31oi_1 0.16
==> through the flow <==
step,util (%),instance area (um2),setup slack (ns)
3_3_place_gp,37.79,2950,7.090
2_1_floorplan,-,2440,7.523
3_5_place_dp,37.79,2950,7.019
4_1_cts,38.38,2997,6.983
5_1_grt,38.38,2997,6.726
6_report,38.38,2997,6.958
==> power by group through the flow <==
stage / registers [mW] / logic (mW) / clock network (mW)
4_1_cts: 0.0960 / 0.0201 / 0.0590
5_1_grt: 0.0961 / 0.0220 / 0.0623
6_report: 0.0960 / 0.0199 / 0.0569
==> kinds of logic (layout without fill, tap and decap cells) <==
logic type | count (synthesis) | count (layout) | synth area share [%]
AND/OR/NAND/NOR | 98 | 98 | 20.87
XOR/XNOR | 13 | 13 | 4.667
adder cells (fa/ha/maj) | 20 | 20 | 10.87
buffers and inverters | 27 | 65 | 4.615
flip-flops | 27 | 27 | 27.74
AND-OR/OR-AND | 103 | 103 | 28.31
multiplexers | 7 | 7 | 2.923
Power is estimated from default activity; no workload was simulated.
